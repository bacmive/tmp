File: flow/design.v
module rbFIFO(clock,rst,dataIn,push,pop,dataOut,full,empty);
    parameter	    MSBD = 63;
    parameter	    LAST = 31;
    parameter	    MSBA = 4;
    input	    clock;
    input           rst;
    input [MSBD:0]  dataIn;
    input	    push;
    input	    pop;
    output [MSBD:0] dataOut;
    output	    full;
    output	    empty;
    reg [MSBD:0]    mem[0:LAST];
    reg [MSBA:0]    tail;
    reg [MSBA:0]    head;
    reg		    empty;
    reg		    full;
    integer	    i;
    initial begin
	for (i = 0; i <= LAST; i = i + 1)
	    mem[i] = 0;
	tail = 0;
    	head = 0;
	full = 0;
	empty = 1;
    end  
    always @ (posedge clock) begin
	if (rst) begin tail = 0;
			head = 0;
			full = 0;
	              empty = 1;
    end
	else if (push & ~full) begin
	    mem[tail] = dataIn;
	    tail = tail + 1;
	    if (head == tail) full = 1;
	    empty = 0;
	end  
	else if (pop & ~empty) begin
	    head = head + 1;
	    if (tail == head)empty = 1;
	    full = 0;
	end  
    end  
    assign dataOut = mem[head];
endmodule  
File: flow/run.sh
#!/bin/bash
# OpenROAD 26Q1-2900-gdf79404cd8, Yosys 0.63+post, stock flow scripts
make -C /OpenROAD-flow-scripts/flow DESIGN_CONFIG=/design/flow/config.mk WORK_HOME=/design/flow/orfs finish
File: flow/config.mk
export PLATFORM = sky130hd
export DESIGN_NAME = rbFIFO
export DESIGN_NICKNAME = rbFIFO
export VERILOG_FILES = /design/flow/design.v
export SDC_FILE = /design/flow/constraint.sdc
export NUM_CORES = 4
export LEC_CHECK = 1
export CORE_UTILIZATION = 50
File: flow/constraint.sdc
current_design rbFIFO

set clk_period 38.5
set clk_io_pct 0.2

create_clock -name clk0 -period $clk_period [get_ports {clock}]

set non_clock_inputs [all_inputs -no_clocks]
set_input_delay [expr $clk_period * $clk_io_pct] -clock clk0 $non_clock_inputs
set_output_delay [expr $clk_period * $clk_io_pct] -clock clk0 [all_outputs]
==> GITHUB_STEP_SUMMARY <==
## Implementation flow summary

| Metric | Value |
|---|---|
| Arrival time at the worst endpoint | `5.51 ns` |
| CTS tree | `built` |
| Worst Skew | `0.0442 ns` |
| N_diodes | `0` |
| Worst Reg-to-Reg Cells | `6` |
| First-pass GRT wire length | `283 mm` |
| GRT Total Usage | `0.294` |
| Fraction of layout cells with a size suffix above 1 | `0.259` |
| Worst slew pin tran | `1.02 ns` |
| Worst setup EP type | `output pin` |
| Synth Instances | `3264` |
| Syn avg cell area | `23.6 um2` |
| Area delta synth->final | `14.2%` |
| Count of pins over their slew limit | `0` |
| Crit path DRT | `30.80 ns` |
| EDFF count, synth | `2048` |
| Cell variety after synth | `39` |
| # Post-CTS Setup Buffers | `0` |
| Worst setup SP type | `flip-flop` |
| WL final | `197 mm` |
| Insertion Delay late pin | `0.83 ns` |
| Worst Hold Class | `flip-flop to flip-flop` |
| Final setup violation count | `0` |
| Routed vias/inst | `6.30` |
| Total grt overflow | `0` |
| Routed len/inst | `34.2 um` |
| Outcome | `finished, final reports clean` |
| Relative slew slack | `0.319` |
| Routed vias | `36300` |
| Max IR drop VDD | `41.4 uV` |
| Clock transition at path regs | `0.06 ns` |
| Final Critical Period | `13.21 ns` |
| Placed Cells | `5398` |
| Post-Synth Adder-Cell Area | `0.000811` |
| Cts bufs inserted | `201` |
| Log Warnings | `29` |
| Routed Antenna Nets | `0` |
| Maximum buffer depth of the clock tree | `3` |
| Final Cycle Share | `0.343` |
| Cts hold-fix bufs | `0` |
| DRC viols | `0` |
| Initial antenna violation count | `15` |
| PortBufs | `133` |
| MaxCap Viol Count | `0` |
| Endpoints failing hold | `0` |
| Maximum clock frequency | `0.0757 GHz` |
| Die W | `395 um` |
| # rows | `143` |
| Simple share | `0.0121` |
| Leak Pwr | `26.4 nW` |
| Cell total in the yosys stat output | `3264` |
| Post-Syn Area | `77100 um2` |
| Vias in the first global route | `40700` |
| Synth mux share | `0.149` |
| Initial DRC count | `2149` |
| Synth top area share | `0.797` |
| Core box area | `152000 um2` |
| Synth warn | `1` |
| Worst Hold Path Cells | `2` |
| # clock sinks | `2060` |
| Crit Path Max Fanout | `53` |
| Largest net degree at the start of global routing | `76` |
| Initial Util | `0.506` |
| Post-synth top cells | `edfxtp_1 (2048), mux4_2 (484), o22ai_1 (228)` |
| Routability congestion estimate from global placement | `0.816` |
| # resized after CTS | `0` |
| Crit path kind | `flip-flop to output pin` |
| DPL Wire Length | `99.7 mm` |
| Die Height | `395 um` |
| Finished Layout Cells | `5770` |
| Design Area, Final | `88100 um2` |
| Yosys stat area | `77100 um2` |
| Complex Gates by Area | `0.0235` |
| Top Ports | `134` |
| Top FF cell, synth | `edfxtp_1` |
| Placed Area | `81600 um2` |
| CTS H-tree depth | `4` |
| Sequential area share after synthesis | `0.801` |
| Top-count cell post-synth | `edfxtp_1` |
| RSZ-0062 raised after global routing | `no` |
| Async set-reset flop share out of synthesis | `0` |
| Comb area leader | `multiplexers` |
| Final TNS setup | `0 ns` |
| Root Driver | `clkbuf_16` |
| XOR Share, Synth | `0.00170` |
| P per Cell Area | `51.5 nW/um2` |
| Synth area leader | `edfxtp_1` |
| Hold Worst Slack | `0.506 ns` |
| Die Area | `156000 um2` |
| Cell area leaders | `edfxtp_1 (80%), mux4_2 (14%), o22ai_1 (1.8%)` |
| TritonRoute pass-1 iters | `5` |
| Synth flops | `2060` |
| Register-to-register setup slack | `34.45 ns` |
-- where the power goes --
| part | switching, W | leakage (nW) | internal [W] |
|---|---|---|---|
| Combinational | 0.0000787 | 4.68 | 0.0000647 |
| Clock | 0.000825 | 3.19 | 0.00109 |
| Sequential | 0.00000328 | 18.5 | 0.00248 |
| Total | 0.000907 | 26.4 | 0.00363 |
-- logic make-up after synthesis --
kind of cell               count (synthesis)
AOI/OAI and AO/OA                        283
xor gates and xnor gates                  15
adders and majority gates                  5
buffers and inverters                    185
DFF                                     2060
muxes                                    540
and+or+nand+nor                          176
-- worst max-delay path, cell delays in order, from the launching register on --
cell             delay, ns
dfxtp_4               0.67
buf_4                 0.60
buf_4                 0.67
buf_4                 0.75
mux4_2                0.34
o22ai_1               0.10
nor4_1                0.81
clkdlybuf4s50_1       0.62
-- final timing paths --
path / startpoint / end
setup / recovery: head[1] / dataOut[30]
hold / removal: empty / empty
hold reg to reg: empty / empty
setup reg to reg: full / mem[11][55]
-- per-layer routing --
metal	share of wire	global-route usage
met5	0.0014	0.00862
met4	0.029	0.0630
met3	0.20	0.258
met2	0.49	0.428
met1	0.28	0.336
-- registers in the layout, summed over array words and instances, names as in the netlist --
signal	flops
empty	1
full	1
tail	5
mem	2048
head	5
-- through the flow --
| stage | utilization | setup WS, ns | total power, W |
|---|---|---|---|
| floorplan | - | 27.08 | 0.00260 |
| global route | 0.578 | 24.89 | 0.00467 |
| finish | 0.578 | 25.29 | 0.00454 |
| global placement | 0.535 | 26.18 | 0.00267 |
| CTS | 0.578 | 25.21 | 0.00457 |
| detailed placement | 0.535 | 26.14 | 0.00267 |
-- final cells by class --
type	instances	area, um2
fill	10600	64400
sequential	2060	61700
multi-input combinational	1019	14700
clock buffer	235	5160
timing repair buffer	285	2560
tap	2030	2540
clock inverter	137	1340
inverter	4	15.0
-- cell usage in the layout, fill, tap and decap left out, drive strengths merged, types with 2 or more instances in the layout --
master and instances:
clkinvlp 5, xnor2 11, nand4 10, nand2b 3, a31oi 2, clkinv 104
inv 13, buf 152, and2 2, edfxtp 2048, mux4 484, nor2b 3
bufinv 19, clkbuf 235, nor2 47, nand2 17, nor3b 2, or3 2
nand3b 5, nand3 19, o21ai 5, a21oi 5, mux2i 56, o22ai 228
a22oi 42, nor4 58, ha 5, dfxtp 12, xor2 4, clkdlybuf4s50 133
Power figures rest on the tool's default switching activity, not on a simulated workload.
