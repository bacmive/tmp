--- design/flow/design.v ---
module rsFIFO(clock,rst,dataIn,push,pop,dataOut,full,empty);
    parameter	    MSBD = 63;
    parameter	    LAST = 15;
    parameter	    MSBA = 3;
    input	        clock;
    input           rst;
    input [MSBD:0]  dataIn;
    input	        push;
    input	        pop;
    output [MSBD:0] dataOut;
    output	        full;
    output	        empty;
    reg [MSBD:0]    mem[0:LAST];
    reg [MSBA:0]    tail;
    reg		        empty;
    integer	        i;
    initial begin
        for (i = 0; i <= LAST; i = i + 1)
            mem[i] = 0;
        tail = 0;
        empty = 1;
    end  
    always @ (posedge clock) begin
        if (rst) begin 
            tail = 0;
	        empty = 1;
        end
        else if (push & ~full) begin
            for (i = LAST; i > 0; i = i - 1)
                mem[i] = mem[i - 1];
            mem[0] = dataIn;
            if (~empty)
                tail = tail + 1;
            empty = 0;
        end  
        else if (pop & ~empty) begin
            if (tail == 0)
                empty = 1;
            else
                tail = tail - 1;
        end  
    end  
    assign dataOut = mem[tail];
    assign full = tail == LAST;
endmodule  
--- design/flow/run.sh ---
#!/bin/bash
# OpenROAD 26Q1-2900-gdf79404cd8, Yosys 0.63+post, stock flow scripts
make -C /OpenROAD-flow-scripts/flow DESIGN_CONFIG=/design/flow/config.mk WORK_HOME=/design/flow/orfs finish
--- design/flow/config.mk ---
export PLATFORM = sky130hd
export DESIGN_NAME = rsFIFO
export DESIGN_NICKNAME = rsFIFO
export VERILOG_FILES = /design/flow/design.v
export SDC_FILE = /design/flow/constraint.sdc
export NUM_CORES = 4
export LEC_CHECK = 1
export CORE_UTILIZATION = 40
--- design/flow/constraint.sdc ---
current_design rsFIFO

set clk_period 112.2
set clk_io_pct 0.2

create_clock -name clk0 -period $clk_period [get_ports {clock}]

set non_clock_inputs [all_inputs -no_clocks]
set_input_delay [expr $clk_period * $clk_io_pct] -clock clk0 $non_clock_inputs
set_output_delay [expr $clk_period * $clk_io_pct] -clock clk0 [all_outputs]
==> notes.md <==
### Run status
• run status: complete, no violations

### Layout
• post-synthesis to final-layout area growth: 15.0%
• filler instances: 7889
• design area: 44800 µm²
• Post-Route Utilization: 0.464
• final std cells w/o fill: 3729
• ratio of cells with drive above 1 in the final layout: 0.104

### Route
• remaining design rule violation count: 0
• sum of routed wire length over all layers: 96700 µm
• residual antenna-violating net count after detailed routing: 0
• initial drt markers: 1933
• via total after detailed routing: 22300
• first drt pass iteration count: 6
• via-per-instance ratio: 5.98
• drt wl/cell: 25.9 µm

### Timing
• slew of the pin with the lowest slew margin: 0.877 ns
• post-route setup TNS: 0 ns
• Fin Hold WS: 0.427 ns
• min Tclk post-route: 27.59 ns
• Fmax: 36.2 MHz
• setup violators final: 0
• fin worst setup slack: 84.61 ns
• Final Max Tran Viols: 0
• Fin. Hold Viols: 0
• worst slew margin relative to its limit: 0.415
• clk_skew: 0.0366 ns
• share of the clock period used by the worst path: 0.246
• setup repair after global routing missed its margin: no

### Global routing
• vias in the first global route: 23800
• antenna violations before repair: 0
• overall fraction of global-route tracks in use: 0.214
• total congestion overflow after global routing: 0
• wire length of the first global-routing pass: 146000 µm
• pin count of the biggest net entering global routing: 144

### Min path
• hold-critical path endpoint: mem[2][11]
• Worst Hold Path Cells: 0
• min-delay worst type: reg2reg
• source of the worst hold timing path: mem[1][11]

### Clock tree
• depth of the CTS H-tree: 3
• count of hold-fix buffers inserted at cts: 0
• number of resized instances in the post-cts repair step: 0
• Longest Clk Path Bufs: 3
• Clock Latency Late Sink: 0.68 ns
• clock buffer count from CTS: 105
• post-CTS clock slew at the launch and capture registers of the worst setup and hold paths: 0.06 ns
• CTS tree: yes
• post-CTS setup repair buffer count: 0
• clk root buf: clkbuf_16
• TritonCTS sink count: 1029

### Yosys
• count leader, synth: edfxtp_1
• Synth area leaders: edfxtp_1 (79%), a22oi_1 (2.9%), a21oi_1 (1.8%)
• synthesized area: 39000 µm²
• leading register cell type out of synthesis: edfxtp_1
• number of flip-flops and latches in the synthesized netlist: 1029
• Synth Instances: 2247
• sequential fraction of the synthesis area: 0.791
• yosys-reported design area after synthesis: 39000 µm²
• Mapped Avg Cell Area: 17.4 µm²
• post-synthesis cell count from yosys: 2247
• commonest cells in the synthesized netlist: edfxtp_1 (1024), a22oi_1 (152), a21oi_1 (144)
• Syn. warnings: 2
• dominant cell type by area after synthesis: edfxtp_1
• distinct cell type count of the synthesized netlist: 67
• Async S/R FF share, synth: 0
• Yosys top cell area share: 0.789
• flip-flops with a built-in enable: 1024

### Placed design
• Port-buffer cells: 133
• setup slack after placement: 85.35 ns
• HPWL after DPL: 53300 µm
• weighted congestion reported at the end of routability-driven placement: 0.878
• placed cell areas: 41600 µm²
• cell count after placement: 3544

### Pwr
• clock share of power: 0.391
• logic gate share of total power: 0.092
• net switching component of the power: 202 µW
• Switching Share: 0.233
• maximum resistive drop on vdd: 13.8 µV
• Reg power frac: 0.517
• P per Cell Area: 19.3 nW/µm²
• Final Total Pwr: 865 µW
• Cell Int Power: 664 µW
• P_leak: 14.1 nW

### Critical path
• maximum fanout count along the critical path: 46
• type of element launching the critical path: flop
• Worst R2R End: mem[0][42]
• required time worst endpoint: 89.76 ns
• CP max-delay cell: buf_4
• cells along the critical path: ha_4 -> buf_4 -> buf_4 -> nor2b_4 -> buf_4 -> a221o_1 -> o21ai_0 -> a31oi_1 -> clkdlybuf4s50_1
• setup slack of the most critical reg-to-reg path: 107.15 ns
• cell repeated most along the worst path: buf_4
• count of buffer and inverter cells on the critical path: 4
• Top Family by Delay on Critical Path: buffers and inverters
• critical path start-end classification: reg2out
• critical path data arrival time: 5.15 ns
• Critical R2R Launch: tail[0]
• Reg2Reg Depth: 9
• Slowest Stage Delay on Critical Path: 0.68 ns
• Worst setup EP type: primary output

### Die
• chip width: 314 µm
• number of cell rows: 114
• total core area: 96600 µm²
• Chip Area: 98700 µm²
• floorplan-stage core utilization: 0.404
• Die H: 314 µm
• total I/O pin count: 134

### Run
• stage-log warning count: 42
• reported max-cap violation count: 0

==> cells by family (layout without fill, tap and decap cells) <==
kind of cell,count (synthesis),after routing,share of synthesized area
flops,1029,1029,0.791
compound gates,705,705,0.133
simple gates,269,269,0.0308
buf+inv,178,383,0.0260
mux,58,58,0.0165
fa+ha+maj,5,5,0.00160
xor+xnor,3,3,0.000674
other cells,0,1,0
==> metal layers <==
metal  wire (µm)  track usage  up-vias
met1       36300        0.300    11100
li1            -            -     9610
met3       15400        0.150      139
met4        2120       0.0398        5
met5         197       0.0208        -
met2       42700        0.293     1484
==> power by group through the flow <==
| stage | Combinational [mW] | Sequential, mW | Clock [mW] |
|---|---|---|---|
| 6_report | 0.0796 | 0.448 | 0.338 |
| 5_1_grt | 0.0865 | 0.449 | 0.360 |
| 4_1_cts | 0.0805 | 0.447 | 0.345 |
==> registers in the layout, indices dropped and copies added (netlist names) <==
signal	count
empty	1
mem	1024
tail	4
==> worst reg2reg max path, delay by kind of cell (launching register included) <==
kind          cells  cell delay [ns]
buf+inv           5             3.15
simple gates      3             0.67
fa+ha+maj         1             0.37
flops             1             0.40
==> cell usage in the layout, fill, tap and decap left out, types with 54 or more instances in the layout <==
master	netlist	layout
edfxtp_1	1024	1024
a22oi_1	152	152
a21oi_1	144	144
clkdlybuf4s50_1	0	133
clkbuf_16	0	108
nor2_1	97	95
nand2_1	80	80
a221oi_1	73	73
o21ai_0	54	54
buf_4	27	54
==> final cells by class <==
type	instances	area, µm²	area share
diodes	1	2.50	0.0000558
clock buffers	127	2770	0.0619
clock inverters	57	507	0.0113
well taps	1276	1600	0.0356
inverters	7	26.3	0.000586
repair buffers	192	1840	0.0410
flip-flops and latches	1029	30900	0.688
multi-input cells	1040	7240	0.161
==> worst max-delay path by stage <==
| stage | slack, ns | cells after the start | endpoint | startpoint |
|---|---|---|---|---|
| CTS | 84.63 | 9 | dataOut[19] | tail[0] |
| global route | 84.31 | 9 | dataOut[19] | tail[0] |
| finish | 84.61 | 9 | dataOut[19] | tail[0] |
No activity file was given, so power comes from the tool's default toggle rates.
